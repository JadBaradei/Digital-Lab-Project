==> ./design.v <==
module vga_controller(iRST_n,
                      iVGA_CLK,
							 color_r1,
							 color_g1,
							 color_b1,
                      oBLANK_n,
                      oHS,
                      oVS,
                      b_data,
                      g_data,
                      r_data);
input iRST_n;
input iVGA_CLK;
input [7:0] color_r1;
input [7:0] color_g1;
input [7:0] color_b1;
output reg oBLANK_n;
output reg oHS;
output reg oVS;
output reg [7:0] b_data;
output reg [7:0] g_data;  
output reg [7:0] r_data;                        
reg [18:0] ADDR;
reg [23:0] bgr_data;
wire cBLANK_n,cHS,cVS,rst;
assign rst = ~iRST_n;
video_sync_generator LTM_ins (.vga_clk(iVGA_CLK),
                              .reset(rst),
                              .blank_n(cBLANK_n),
                              .HS(cHS),
                              .VS(cVS));
always@(posedge iVGA_CLK,negedge iRST_n)
begin
  if (!iRST_n)
     ADDR<=19'd0;
  else if (cHS==1'b0 && cVS==1'b0) begin
     ADDR<=19'd0;
  end
  else if (cBLANK_n==1'b1)
     ADDR<=ADDR+1;
end
wire first_part;
wire second_part;
wire third_part;
assign first_part = ADDR < (19'd102400);
assign second_part = (ADDR < (19'd204800)) && (ADDR > (19'd102400));
assign third_part = ADDR > (19'd204800);
always @(ADDR) begin
	if (first_part) begin
	b_data <= color_b1;
	g_data <= color_g1;
	r_data <= color_r1;
	end else if (second_part) begin
	b_data <= color_b1;
	g_data <= color_g1;
	r_data <= color_r1;
	end else if (third_part) begin
	b_data <= color_b1;
	g_data <= color_g1;
	r_data <= color_r1;
	end else begin
	b_data <= 8'b0;
	g_data <= 8'b0;
	r_data <= 8'b0;
	end
end
always@(negedge iVGA_CLK)
begin
  oHS<=cHS;
  oVS<=cVS;
  oBLANK_n<=cBLANK_n;
end
endmodule
module video_sync_generator(reset,
                            vga_clk,
                            blank_n,
                            HS,
                            VS);
input reset;
input vga_clk;
output reg blank_n;
output reg HS;
output reg VS;
parameter hori_line  = 800;                           
parameter hori_back  = 144;
parameter hori_front = 16;
parameter vert_line  = 525;
parameter vert_back  = 34;
parameter vert_front = 11;
parameter H_sync_cycle = 96;
parameter V_sync_cycle = 2;
reg [10:0] h_cnt;
reg [9:0]  v_cnt;
wire cHD,cVD,cDEN,hori_valid,vert_valid;
always@(negedge vga_clk,posedge reset)
begin
  if (reset)
  begin
     h_cnt<=11'd0;
     v_cnt<=10'd0;
  end
    else
    begin
      if (h_cnt==hori_line-1)
      begin 
         h_cnt<=11'd0;
         if (v_cnt==vert_line-1)
            v_cnt<=10'd0;
         else
            v_cnt<=v_cnt+1;
      end
      else
         h_cnt<=h_cnt+1;
    end
end
assign cHD = (h_cnt<H_sync_cycle)?1'b0:1'b1;
assign cVD = (v_cnt<V_sync_cycle)?1'b0:1'b1;
assign hori_valid = (h_cnt<(hori_line-hori_front)&& h_cnt>=hori_back)?1'b1:1'b0;
assign vert_valid = (v_cnt<(vert_line-vert_front)&& v_cnt>=vert_back)?1'b1:1'b0;
assign cDEN = hori_valid && vert_valid;
always@(negedge vga_clk)
begin
  HS<=cHD;
  VS<=cVD;
  blank_n<=cDEN;
end
endmodule
==> ./run.sh <==
#!/bin/bash
# OpenROAD 26Q1-2900-gdf79404cd8, Yosys 0.63+post, stock flow scripts
make -C /OpenROAD-flow-scripts/flow DESIGN_CONFIG=/design/flow/config.mk WORK_HOME=/design/flow/orfs finish
==> ./config.mk <==
export PLATFORM = sky130hd
export DESIGN_NAME = vga_controller
export DESIGN_NICKNAME = vga_controller
export VERILOG_FILES = /design/flow/design.v
export SDC_FILE = /design/flow/constraint.sdc
export NUM_CORES = 4
export LEC_CHECK = 1
export CORE_UTILIZATION = 40
==> ./constraint.sdc <==
current_design vga_controller

set clk_period 4.1
set clk_io_pct 0.2

create_clock -name clk0 -period $clk_period [get_ports {iVGA_CLK}]

set non_clock_inputs [all_inputs -no_clocks]
set_input_delay [expr $clk_period * $clk_io_pct] -clock clk0 $non_clock_inputs
set_output_delay [expr $clk_period * $clk_io_pct] -clock clk0 [all_outputs]
==> qor.txt <==
Pins Over Slew Limit -> 0
Hold-fix buffers, CTS -> 0
CTS resizes -> 0
r2r setup slk -> 0.21 ns
Worst-Margin Slew -> 0.628 ns
Post-synth regs -> 46
CORE AREA -> 0.00592 mm^2
via/cell ratio -> 5.03
Crit path depth -> 1
Worst Setup SP -> oBLANK_n
worst path bufs/invs -> 1
status -> completed
CP Class -> reg -> out
clock buffer depth -> 2
RSZ-0062 raised after global routing -> false
WP data required -> 3.28 ns
setup bufs post-CTS -> 0
Pwr Density -> 257 mW/mm^2
cell row count -> 28
# diodes -> 0
mean post-synth cell area -> 9.86 um^2
clk slew on worst S/H paths -> 0.03 ns
tally of unique sky130hd cells used after synthesis -> 43
# IOs -> 53
Max VDD drop -> 0.170 mV
first-pass GRT wire length -> 8250 um
Pre-Place Util -> 41.3%
detailed-route via count -> 1,942
Worst Hold Class -> reg -> reg
Latency at later pin -> 0.35 ns
reg2reg start -> LTM_ins.blank_n
Worst Min Path Start -> LTM_ins.HS
die width -> 80.2 um
TritonCTS clock tree -> yes
root buffer cell -> clkbuf_8
Leakage -> 1.36 nW
Seq share, synth -> 45.9%
EDFF count, synth -> 0
critical path startpoint category -> flop
P&R area growth vs syn -> 29.5%
most instantiated logic cell after routing -> clkdlybuf4s50_1
Num CTS Buffers -> 5
post-synthesis cell count -> 248
Top Layout Cells -> clkdlybuf4s50_1, nor2_1, dfrtn_1
Iteration-0 DRC Markers -> 79
asr flop ratio synth -> 87.0%
Max-Slew Margin vs Limit -> 58.1%
DIE HEIGHT -> 80.2 um
Max stage delay on crit path -> 0.44 ns
global-route usage over all layers -> 16.7%
Routed WL per cell -> 13.1 um
CTS H-Tree Depth -> 2
Max Cap Violations -> 0
DRT antenna net count -> 0
initial antenna violation count -> 0
Worst Hold Endpoint -> oHS
fraction of layout cells with a size suffix above 1 -> 7.40%
Synth Flop Type -> dfrtn_1
Final Setup Violations -> 0
IO Port Bufs -> 52
Top delay family on crit path -> buffers and inverters
yosys stat cell total -> 248
drt total wl -> 5070 um
HPWL after DPL -> 3680 um
Tool Warnings -> 36
CP Capture Type -> output port
arrival time worst endpoint -> 3.14 ns
worst setup margin -> 0.143 ns
vias in the first global route -> 1,734
reg2reg end -> ADDR[16]
Worst Clk Skew -> 0.0601 ns
Final GP Congestion -> 0.799
CTS sink cnt -> 46
Fin. Hold Viols -> 0
largest net degree at the start of global routing -> 27
crit-path cells -> clkdlybuf4s50_1
post-place setup slack -> 0.263 ns
slowest stage cell, crit path -> clkdlybuf4s50_1
FF-to-FF path depth -> 4
WHS Path Cells -> 0
Residual DRC -> 0
hold_ws -> 0.346 ns
Yosys chip area -> 0.00244 mm^2
Fin Setup TNS -> 0 ns
Crit Path Max Fanout -> 1
Congestion Overflow GR -> 0
Post-Synthesis Cell Area -> 0.00244 mm^2
Total Power -> 0.000813 W
chip area -> 0.00643 mm^2
first drt pass iteration count -> 4
synthesis warning total -> 2
==> through the flow <==
step | area, um^2 | instances | utilization (%)
5_1_grt | 3170 | 386 | 53.5
3_3_place_gp | 3060 | 373 | 51.7
6_report | 3170 | 386 | 53.5
3_5_place_dp | 3060 | 373 | 51.7
4_1_cts | 3170 | 386 | 53.5
2_1_floorplan | 2440 | 248 | -
==> sequential cells by signal, indices dropped and copies added (netlist names) <==
signal	flops
oHS	1
LTM_ins.VS	1
LTM_ins.blank_n	1
oBLANK_n	1
oVS	1
LTM_ins.v_cnt	10
ADDR	19
LTM_ins.HS	1
LTM_ins.h_cnt	11
==> cell usage after synthesis (2+ instances only) <==
master	number	area [um^2]
a21oi_1	11	55.1
and2_1	5	31.3
and2b_1	17	128
and3_1	5	31.3
and4_1	3	26.3
buf_2	2	10.0
clkbuf_1	4	15.0
dfrtn_1	21	526
dfrtp_1	19	475
dfxtp_1	6	120
ha_1	7	87.6
inv_1	9	33.8
mux2_2	2	22.5
nand2_1	11	41.3
nand3_1	13	65.1
nand4_1	10	62.6
nand4_2	3	37.5
nor2_1	23	86.3
nor2b_1	8	50.1
nor4_1	6	37.5
o21ai_0	7	35.0
o31ai_1	4	30.0
or3_1	8	50.1
or4_1	4	30.0
xnor2_1	11	96.3
xor2_1	12	105
==> cell type report <==
class | count | area, um^2
clock buffer | 5 | 68.8
clock inverter | 9 | 41.3
fill | 533 | 2760
inverter | 8 | 30.0
multi-input combinational | 187 | 1260
sequential | 46 | 1120
tap | 75 | 93.8
timing repair buffer | 56 | 546
==> cells by family after synthesis <==
family | Yosys count | synth area share, %
simple gates | 124 | 30.8
flops | 46 | 45.9
compound gates | 30 | 7.78
xor+xnor | 23 | 8.24
buf+inv | 15 | 2.41
fa+ha+maj | 7 | 3.58
mux | 3 | 1.33
==> where the power goes <==
| group | switching, W | internal [W] |
|---|---|---|
| registers | 0 | 0.000454 |
| clock network | 0.000171 | 0.000128 |
| logic | 0.0000143 | 0.0000458 |
| total | 0.000185 | 0.000628 |
==> worst register-to-register path, cell delays in order, from the launching register on <==
cell     delay (ns)
dfxtp_1        0.43
nand4_2        0.25
or3_4          0.42
or4b_1         0.47
a21oi_1        0.15
==> how the worst max path moves through the flow <==
stage | to | slack [ns]
after CTS | oHS | 0.13
after global routing | ADDR[16] | 0.06
final | oBLANK_n | 0.14
==> per-layer routing <==
metal  vias up  GRT usage, %  wire length [um]
li1       1005             -                 -
met1       909          25.1              2470
met2        26          27.5              2450
met3         2          2.42               135
met4         0          1.43                22
met5         -             0                 0
Power and IR drop assume default switching activity.
