==> /design/flow/design.v <==
module COUNTDOWN_SEG (
    input        clk,         
    input  [3:0] state,       
    output reg   flag,        
    output reg [3:0] current_digit  
);
    localparam ONE_SEC_COUNT = 50_000_000 - 1;
    reg [25:0] second_counter = 0;   
    reg [3:0]  countdown_val = 10;  
    always @(posedge clk) begin
			flag <= 0;
		  if (state == 4'b1011) begin
            if (second_counter == ONE_SEC_COUNT) begin
                second_counter <= 0;  
                if (countdown_val > 0) begin
                    countdown_val <= countdown_val - 1;
                end
                if (countdown_val == 0) begin
                    flag <= 1;
                end
            end else begin
                second_counter <= second_counter + 1;
            end
				current_digit <= countdown_val;
        end else begin
			  second_counter <= 0;
            countdown_val <= 10;
            flag <= flag;
				current_digit <= 0;
        end
    end
endmodule
module IR_RECEIVER(
					iCLK,          
					iRST_n,        
					iIRDA,         
					oDATA_READY,   
					oDATA          
					);
parameter IDLE               = 2'b00;     
parameter GUIDANCE           = 2'b01;     
parameter DATAREAD           = 2'b10;     
parameter IDLE_HIGH_DUR      =  262143;   
parameter GUIDE_LOW_DUR      =  230000;   
parameter GUIDE_HIGH_DUR     =  210000;   
parameter DATA_HIGH_DUR      =  41500;	  
parameter BIT_AVAILABLE_DUR  =  20000;    
input         iCLK;         
input         iRST_n;       
input         iIRDA;        
output        oDATA_READY;  
output [31:0] oDATA;        
reg    [31:0] oDATA;                  
reg    [17:0] idle_count;             
reg           idle_count_flag;        
reg    [17:0] state_count;            
reg           state_count_flag;       
reg    [17:0] data_count;             
reg           data_count_flag;        
reg     [5:0] bitcount;               
reg     [1:0] state;                  
reg    [31:0] data;                   
reg    [31:0] data_buf;               
reg           data_ready;             
assign oDATA_READY = data_ready;
always @(posedge iCLK or negedge iRST_n)	
	  if (!iRST_n)
		   idle_count <= 0;
	  else if (idle_count_flag)     
			 idle_count <= idle_count + 1'b1;
		else  
			 idle_count <= 0;	          
always @(posedge iCLK or negedge iRST_n)	
	  if (!iRST_n)
		   idle_count_flag <= 1'b0;
	  else if ((state == IDLE) && !iIRDA)
			 idle_count_flag <= 1'b1;
		else                           
			 idle_count_flag <= 1'b0;		     		 	
always @(posedge iCLK or negedge iRST_n)	
	  if (!iRST_n)
		   state_count <= 0;
	  else if (state_count_flag)     
			 state_count <= state_count + 1'b1;
		else  
			 state_count <= 0;	         
always @(posedge iCLK or negedge iRST_n)	
	  if (!iRST_n)
		   state_count_flag <= 1'b0;
	  else if ((state == GUIDANCE) && iIRDA)
			 state_count_flag <= 1'b1;
		else  
			 state_count_flag <= 1'b0;     		 	
always @(posedge iCLK or negedge iRST_n)	
	  if (!iRST_n)
		   data_count <= 1'b0;
	  else if(data_count_flag)       
			 data_count <= data_count + 1'b1;
		else 
			 data_count <= 1'b0;         
always @(posedge iCLK or negedge iRST_n)
	  if (!iRST_n) 
		   data_count_flag <= 0;	
	  else if ((state == DATAREAD) && iIRDA)
			 data_count_flag <= 1'b1;  
		else
			 data_count_flag <= 1'b0; 
always @(posedge iCLK or negedge iRST_n)
    if (!iRST_n)
       bitcount <= 6'b0;
	  else if (state == DATAREAD)
		begin
			if (data_count == 20000)
					bitcount <= bitcount + 1'b1;  
		end   
	  else
	     bitcount <= 6'b0;
always @(posedge iCLK or negedge iRST_n) 
	  if (!iRST_n)	     
	     state <= IDLE;
	  else 
			 case (state)
 			    IDLE     : if (idle_count > GUIDE_LOW_DUR)   
			  	              state <= GUIDANCE; 
			    GUIDANCE : if (state_count > GUIDE_HIGH_DUR) 
			  	              state <= DATAREAD;
			    DATAREAD : if ((data_count >= IDLE_HIGH_DUR) || (bitcount >= 33))
			  					      state <= IDLE;
	        default  : state <= IDLE;  
			 endcase
always @(posedge iCLK or negedge iRST_n)
	  if (!iRST_n)
	     data <= 0;
		else if (state == DATAREAD)
		begin
			 if (data_count >= DATA_HIGH_DUR)  
			    data[bitcount-1'b1] <= 1'b1;   
		end
		else
			 data <= 0;
always @(posedge iCLK or negedge iRST_n) 
	  if (!iRST_n)
	     data_ready <= 1'b0;
    else if (bitcount == 32)   
		begin
			 if (data[31:24] == ~data[23:16])
			 begin		
					data_buf <= data;      
				  data_ready <= 1'b1;    
			 end	
			 else
				  data_ready <= 1'b0 ;   
		end
		else
		   data_ready <= 1'b0 ;
always @(posedge iCLK or negedge iRST_n)
	  if (!iRST_n)
		   oDATA <= 32'b0000;
	  else if (data_ready)
	     oDATA <= data_buf;   
endmodule
module STATE_Manager(
	input clk,
	input clk_slow,
	input reset,
	input ir_input,
	input PW,
	output reg [17:0] LEDR,
	output reg [7:0] LEDG,
	input [8:0] SW,
	output reg [3:0] state,
	output [3:0] current_digit
);
localparam S0 = 4'b0000;  
localparam S1 = 4'b0001;  
localparam S2 = 4'b0010;  
localparam S3 = 4'b0011;  
localparam S4 = 4'b0100;  
localparam S5 = 4'b0101;  
localparam S6 = 4'b0110;  
localparam S7 = 4'b0111;  
localparam S8 = 4'b1000;  
localparam S9 = 4'b1001;  
localparam S10 = 4'b1010;  
localparam S11 = 4'b1011;  
localparam S13 = 4'b1101;  
localparam S14 = 4'b1110;  
localparam S15 = 4'b1111;  
reg picked_first_power;
reg picked_second_power;
wire countdown_finished;
reg [7:0] chosen_code_coder;
wire [31:0] ir_output;
reg [29:0] counter;
initial begin
    state = S0;
end
always@(posedge clk) begin
	case (state)
		S0 : begin
			LEDR[17:0] <= {18{1'b0}};
			LEDG[7:0] <= {8{1'b0}};
			picked_first_power <= 0;
			picked_second_power <= 0;
			chosen_code_coder <= 0;
			if(SW[0])
				state <= S1;
			end	
		S1 : begin 
			if(SW[1])
				state <= S2;
			else if(SW[2])
				state <= S3;
			end
		S2 : begin
			if (counter == 250000000) begin  
				counter <= 0;
				if(!SW[4] && SW[3]) begin
					picked_first_power <= 1;
					state <= S4;
				end
				else if(SW[4] && !SW[3]) begin 
					picked_first_power <= 1;
					state <= S5;
				end
				else if(SW[4] && SW[3]) begin 
					picked_first_power <= 1;
					state <= S6;
				end
			end
			else begin
				counter <= counter + 1;
			end
		end
		S3 : begin 
			if (counter == 250000000) begin  
				counter <= 0;
				if(!SW[4] && SW[3]) begin
					picked_second_power <= 1;
					state <= S7;
				end
				else if(SW[4] && !SW[3]) begin
					picked_second_power <= 1;
					state <= S8;
				end
				else if(SW[4] && SW[3]) begin
					picked_second_power <= 1;
					state <= S9;
				end
			end
			else begin
				counter <= counter + 1;
			end
		end
		S4 : begin  
			if (counter == 250000000)begin
			counter <= 0;
			if(picked_first_power && picked_second_power)
				state <= S10;
			else
				state <= S3;
			end
			else begin
				counter <= counter + 1;
			end
		end
		S5 : begin  
			if (counter == 250000000)begin
			counter <= 0;
			if(picked_first_power && picked_second_power)
				state <= S10;
			else
				state <= S3;
			end
			else begin
				counter <= counter + 1;
			end
		end
		S6 : begin  
			if (counter == 250000000)begin
			counter <= 0;
			if(picked_first_power && picked_second_power)
				state <= S10;
			else
				state <= S3;
			end
			else begin
				counter <= counter + 1;
			end
		end
		S7 : begin  
			if (counter == 250000000)begin
			counter <= 0;
			if(picked_first_power && picked_second_power)
				state <= S10;
			else
				state <= S2;
			end
			else begin
				counter <= counter + 1;
			end
		end
		S8 : begin  
			if (counter == 250000000)begin
			counter <= 0;
			if(picked_first_power && picked_second_power)
				state <= S10;
			else
				state <= S2;
			end
			else begin
				counter <= counter + 1;
			end
		end
		S9 : begin  
			if (counter == 250000000)begin
			counter <= 0;
			if(picked_first_power && picked_second_power)
				state <= S10;
			else
				state <= S2;
			end
			else begin
				counter <= counter + 1;
			end
		end
		S10 : begin  
			if (SW[5]) begin
				if (ir_output[23:16] == 0)
					state <= S14;
				else begin
					chosen_code_coder <= ir_output[23:16];
					state <= S11;
				end
			end
		end
		S11 : begin 
			if(SW[6]) begin 
				if(chosen_code_coder != ir_output[23:16]) begin 
					state <= S13;
				end else if(chosen_code_coder == ir_output[23:16]) begin 
					state <= S14;
				end
			end
			if(countdown_finished == 1) begin 
				state <= S13;
			end 
		end
		S13 : begin 
			LEDR[17:0] <= {18{1'b1}};
			if (counter == 250000000)begin
				counter <= 0;
				state <= S15;
			end else 
				counter <= counter + 1; 
		end 
		S14: begin
			LEDG[7:0] <= {8{1'b1}};
			if (counter == 250000000)begin
				counter <= 0;
				state <= S15;
			end else 
				counter <= counter + 1;
		end
		S15 : begin 
				if(PW == 1'b0) 
					state <= S0;
		end 
	endcase
end
IR_RECEIVER read_ir(
	.iCLK(clk),          
	.iRST_n(reset),        
	.iIRDA(ir_input),         
	.oDATA(ir_output) 		   
);
COUNTDOWN_SEG counting_down(
	.clk(clk),         
   .state(state),       
   .flag(countdown_finished),        
   .current_digit(current_digit) 
);
endmodule
==> /design/flow/run.sh <==
#!/bin/bash
# OpenROAD 26Q1-2900-gdf79404cd8, Yosys 0.63+post, stock flow scripts
make -C /OpenROAD-flow-scripts/flow DESIGN_CONFIG=/design/flow/config.mk WORK_HOME=/design/flow/orfs finish
==> /design/flow/config.mk <==
export PLATFORM = sky130hd
export DESIGN_NAME = STATE_Manager
export DESIGN_NICKNAME = STATE_Manager
export VERILOG_FILES = /design/flow/design.v
export SDC_FILE = /design/flow/constraint.sdc
export NUM_CORES = 4
export LEC_CHECK = 1
export CORE_UTILIZATION = 50
==> /design/flow/constraint.sdc <==
current_design STATE_Manager

set clk_period 4.9
set clk_io_pct 0.2

create_clock -name clk0 -period $clk_period [get_ports {clk}]

set non_clock_inputs [all_inputs -no_clocks]
set_input_delay [expr $clk_period * $clk_io_pct] -clock clk0 $non_clock_inputs
set_output_delay [expr $clk_period * $clk_io_pct] -clock clk0 [all_outputs]
==> reports/metrics.cfg <==
[flow_run]
cap_violations=0
tool_warnings=40

[setup_path]
cpLargestDelayFamily=simple AND/OR/NAND/NOR gates
critPathMaxStageDelay_ns=0.57
critPathBufInv=1
ff2ff_setup_slack_ns=2.06
cp_slowest_cell=dfrtp_1
end_kind=flip-flop
crit_path_max_fanout=11
arrival_ns=3.19
path_cells=inv_1 -> ha_1 -> xnor2_1 -> a21oi_2 -> xnor2_1 -> or4_1 -> nor3_2 -> a22o_1
critPathMostFrequentCell=xnor2_1
cp.required_ns=5.25
crit_type=flip-flop to flip-flop
cp-start-kind=flip-flop

[synthesis]
largest_area_cell=dfrtp_1
ys_types=68
yosys_most_used_dff=dfrtp_1
netlist_area_um2=9340
ys_ff=180
syn_inst=900
yosysWarnings=3
simple_gate_area_frac=0.243
synthAoiAreaFrac=0.0597
enable_flop_cells=55
ys_chip_area_um2=9340
avgSynthCellArea_um2=10.4
ys_seq_frac=0.494
synth_async_sr_flop_share=0.506
yosys-top-cells-area=dfrtp_1 24%, edfxtp_1 18%, dfxtp_1 7.3%, xnor2_1 7.2%, and2_1 4.8%
top_area_frac=0.241
ys_sh_xor=0.122
yosys_cells=900
topCombFamilyByArea=simple AND/OR/NAND/NOR gates
ys_sh_mux=0.0118
ys_sh_adder=0.0268

[final_timing]
worst_pin_slew_ns=0.789
finalClockPeriodUsage=0.580
slew_headroom=0.474
setup_tns_ns=0
grt_setup_unrepaired=no
slew_violations=0
hold_viol_final=0
setup_ws_ns=2.06
min_period_ns=2.84
setup_violations=0
max_freq_ghz=0.352
worst_clock_skew_ns=0.0120
holdWs_ns=0.459

[clock_network]
holdBufCountCts=0
numCtsBuffers=17
cts_resized=0
htree_levels=4
clk_path_buf_depth=2
path_clk_slew_ns=0.07
post_cts_buffers=0
cts.sinks=180
cts_tree=built
clock_latency_ns=0.41
cts_root_buf=clkbuf_16

[global_route]
track_usage=0.184
grt_max_degree=53
grt-ovfl-total=0
grt_antenna_before_repair=0
grt_pass1_vias=5975
grt_pass1_wl_mm=28.2

[finish]
drive_gt1_frac=0.0676
lay_top_count=dfrtp_1
areaGrowthSynthToFinish_pct=11.0
mi_logic_area_um2=4340
flop_area_um2=4610
lay_top_cells=90 x dfrtp_1, 89 x nor2_1, 77 x xnor2_1
filler_cell_count=1445
instances_no_fill=1161

[route]
num_vias=6250
drc=0
first_pass_iters=21
wirelength_mm=15.9
ant_nets=0
routedWlPerCell_um=13.7
drt_iter0_drc=332
diodes=0
vias_per_cell=5.38

[power_and_ir_drop]
p_total_mw=2.85
seqPwrFrac=0.539
p_comb_frac=0.010
vdd_drop_max_v=0.000215
powerDensity_nw_per_um2=275
switching_share=0.205
netSwitchingPower_uw=585
cellInternalPower_mw=2.27
p_leak_nw=4.31
power.share.clock=0.451

[placed_design]
hpwl_mm=10.6
place_ws_ns=1.88
dp_cells=1129
place.gp.congestion=0.852
io_buffers=44

[floorplan]
die-area_um2=19200
initCoreUtil=0.515
die_height_um=139
die_w_um=139
pin_count=48
fp.coreArea_um2=18100
rows=49

[run_status]
outcome=completed

[worst_hold_path]
hp-class=flip-flop to flip-flop

==> sequential cells by signal (all words and copies together), names as in the netlist, 6 cells and up <==
signal,flops
read_ir.data_count,18
read_ir.data,16
read_ir.oDATA,8
read_ir.state_count,18
counting_down.second_counter,26
read_ir.idle_count,18
read_ir.data_buf,8
chosen_code_coder,8
read_ir.bitcount,6
counter,30
==> metrics by stage <==
stage | instance area (um2) | utilization
after global routing | 10400 | 0.571
final | 10400 | 0.571
after floorplan | 9340 | -
after CTS | 10400 | 0.571
after global placement | 9820 | 0.541
after detailed placement | 9820 | 0.541
==> synthesized netlist by cell type (4+ instances only) <==
cell      instances
or3_1             9
clkbuf_1         19
nand2_1          57
and3_1           24
xnor2_1          77
nor2b_1          11
nor3_1           16
nor4b_1           4
nor2_1           89
nor4_1            4
a21boi_0          4
inv_1            29
nand2b_1          7
nand4_1          30
dfrtp_1          90
nand3_1          51
o21ai_0          14
nor4_4            7
and2_1           72
mux2_2            8
or4_1             4
a21oi_1          16
dfxtp_1          34
and4_1            8
a22o_1           16
ha_1             20
buf_4            25
edfxtp_1         55
xor2_1           48
==> worst paths after layout <==
check,from,to,cells after the start
setup / recovery,read_ir.bitcount[0],read_ir.data[23],8
max in group asynchronous,reset,read_ir.bitcount[2],2
hold reg to reg,counting_down.second_counter[0],counting_down.second_counter[0],1
hold / removal,counting_down.second_counter[0],counting_down.second_counter[0],1
min in group asynchronous,reset,read_ir.data[21],1
setup reg to reg,read_ir.bitcount[0],read_ir.data[23],8
==> cell families (layout without fill, tap and decap cells) <==
kind of cell | Yosys count | in the layout
muxes | 10 | 10
and+or+nand+nor | 406 | 406
xor gates and xnor gates | 128 | 128
DFF | 180 | 180
adders and majority gates | 20 | 20
buffers and inverters | 78 | 110
AOI/OAI and AO/OA | 78 | 78
==> layer usage <==
layer  vias to the layer above  wire [um]  track usage
met4                         0         99       0.0164
met1                      2981       7800        0.302
met5                         -          0            0
met2                       123       7300        0.285
li1                       3138          -            -
met3                         8        656       0.0317
==> power by group through the flow <==
stage	Sequential (mW)	Clock (mW)	Combinational, mW
4_1_cts	1.54	1.32	0.0293
6_report	1.54	1.29	0.0280
5_1_grt	1.54	1.39	0.0329
==> layout make-up <==
type | count | share of cell area
well taps | 229 | 0.0276
clock buffers | 22 | 0.0438
multi-input cells | 642 | 0.418
clock inverters | 10 | 0.00941
repair buffers | 49 | 0.0459
inverters | 29 | 0.0105
flip-flops and latches | 180 | 0.445
Power and IR drop assume default switching activity.
